$ cat /design/flow/design.v
module video_sync_generator(reset,
                            vga_clk,
                            blank_n,
                            HS,
                            VS);
input reset;
input vga_clk;
output reg blank_n;
output reg HS;
output reg VS;
parameter hori_line  = 800;                           
parameter hori_back  = 144;
parameter hori_front = 16;
parameter vert_line  = 525;
parameter vert_back  = 34;
parameter vert_front = 11;
parameter H_sync_cycle = 96;
parameter V_sync_cycle = 2;
reg [10:0] h_cnt;
reg [9:0]  v_cnt;
wire cHD,cVD,cDEN,hori_valid,vert_valid;
always@(negedge vga_clk,posedge reset)
begin
  if (reset)
  begin
     h_cnt<=11'd0;
     v_cnt<=10'd0;
  end
    else
    begin
      if (h_cnt==hori_line-1)
      begin 
         h_cnt<=11'd0;
         if (v_cnt==vert_line-1)
            v_cnt<=10'd0;
         else
            v_cnt<=v_cnt+1;
      end
      else
         h_cnt<=h_cnt+1;
    end
end
assign cHD = (h_cnt<H_sync_cycle)?1'b0:1'b1;
assign cVD = (v_cnt<V_sync_cycle)?1'b0:1'b1;
assign hori_valid = (h_cnt<(hori_line-hori_front)&& h_cnt>=hori_back)?1'b1:1'b0;
assign vert_valid = (v_cnt<(vert_line-vert_front)&& v_cnt>=vert_back)?1'b1:1'b0;
assign cDEN = hori_valid && vert_valid;
always@(negedge vga_clk)
begin
  HS<=cHD;
  VS<=cVD;
  blank_n<=cDEN;
end
endmodule
$ cat /design/flow/config.mk
export PLATFORM = sky130hd
export DESIGN_NAME = video_sync_generator
export DESIGN_NICKNAME = video_sync_generator
export VERILOG_FILES = /design/flow/design.v
export SDC_FILE = /design/flow/constraint.sdc
export NUM_CORES = 4
export LEC_CHECK = 1
export CORE_AREA = 10 10 102 102
export DIE_AREA = 0 0 112 112
$ cat /design/flow/constraint.sdc
current_design video_sync_generator

set clk_period 2.5
set clk_io_pct 0.2

create_clock -name clk0 -period $clk_period [get_ports {vga_clk}]

set non_clock_inputs [all_inputs -no_clocks]
set_input_delay [expr $clk_period * $clk_io_pct] -clock clk0 $non_clock_inputs
set_output_delay [expr $clk_period * $clk_io_pct] -clock clk0 [all_outputs]
$ cat /design/flow/run.sh
#!/bin/bash
# OpenROAD 26Q1-2900-gdf79404cd8, Yosys 0.63+post, stock flow scripts
make -C /OpenROAD-flow-scripts/flow DESIGN_CONFIG=/design/flow/config.mk WORK_HOME=/design/flow/orfs finish
==> CHANGELOG.md <==
### Changed

- Largest net degree at the start of global routing: 22
- Mean Syn Cell Area: 10.5 µm²
- Die width: 112 µm
- Critical-path cell list: buf_2
- Final instance area: 1460 µm²
- N_diodes: 0
- Drt drc: 0
- Final setup vio count: 0
- Place WS: 0.00433 ns
- Share of cells above drive strength 1: 14.3%
- Initial DRC count: 20
- Comb pwr share: 1.8%
- Synth Instances: 119
- Post-DP HPWL: 1.52 mm
- Register area: 586 µm²
- Slew headroom: 66.6%
- Worst-path clk slew: 0.05 ns
- Core Footprint: 8220 µm²
- CTS root buf: clkbuf_8
- Die height: 112 µm
- Crit path max-delay family: flip-flops
- Startpoint of the worst-slack reg-to-reg timing path: h_cnt[0]
- P_int: 0.511 mW
- FP Core Util: 15.2%
- Vias in the first global route: 764
- WL/cell: 8.85 µm
- Htree depth: 1
- Final Max Slew Viols: 0
- Routed wire length: 2.05 mm
- Setup Crit Path Kind: register to primary output
- Routed vias/inst: 3.71
- Cells in synth_stat.txt: 119
- Post-synth top cells: dfrtn_1 (21), nand3_1 (9), nand2_1 (8)
- Max VDD drop: 0.210 mV
- Cell Area, Synth: 1250 µm²
- Synth area leaders: dfrtn_1 (42%), xnor2_1 (4.9%), dfxtp_1 (4.8%)
- CP Launch Type: register
- Routed Antenna Nets: 0
- Num rows: 33
- Sw Share: 20.7%
- GRT overflow: 0
- Synth Register Bits: 24
- Final hold vios: 0
- Max_cap viols: 0
- YS chip area: 1250 µm²
- Top-area cell share: 42.0%
- Sequential Power Share: 60.4%
- Clock power share: 37.8%
- Routability cong.: 0.752
- Worst Skew: 0.0544 ns
- Top cell type by instance count after synthesis: dfrtn_1
- Most common reg cell: dfrtn_1
- Top Ports: 5
- Synth async-reset ratio: 87.5%
- WP data arrival: 1.96 ns
- Worst Setup End Kind: primary output
- Area leader, netlist: dfrtn_1
- Power Dens Cells: 443 nW/µm²
- Final setup margin: 0.0439 ns
- Global-route wire length before repair: 3.77 mm
- Post-CTS Setup Bufs: 0
- Register area share after synthesis: 46.8%
- Worst-case clock buffer depth: 2
- Crit path launch: HS
- Max stage delay on crit path: 0.28 ns
- Data required, critical path: 2.00 ns
- FILL cells: 892
- RSZ-0062 raised after global routing: true
- CTS tree: done
- Clock sink count: 24
- Worst Hold Launch: h_cnt[0]
- Layout area overhead: 16.4%
- Synth Warn #: 1
- Placed cell area: 1420 µm²
- Worst-path fanout max: 1
- DRT Pass-1 Iters: 4
- Outcome: finished clean
- Clock latency (worst-skew pair): 0.32 ns
- Number of enable flip-flop cells: 0
- Num CTS Buffers: 3
- Crit-path slowest cell: dfxtp_1
- LEAKAGE: 0.653 nW
- Initial antenna violation count: 0
- Die ar.: 12,500 µm²
- Vias post-DR: 858
- Switching pwr: 0.134 mW
- CP bufs+invs: 1
- HP Class: register to register
- Worst-margin pin slew: 0.501 ns
- Gr usage total: 3.36%
- Multi-input logic area: 614 µm²
- Port bufs: 4
- Post-synth cell types: 38
- Log Warnings: 30
[state kept, by name (all words and copies together), names as in the netlist]
register and cells:
v_cnt 10, blank_n 1, HS 1, h_cnt 11, VS 1
[final cells by class]
class                           instances  share of cell area (%)
Inverter                                4                    1.03
Tap cell                              105                    9.02
Multi-Input combinational cell         85                    42.2
Sequential cell                        24                    40.2
Clock buffer                            3                    2.84
Timing Repair Buffer                    6                    3.61
Clock inverter                          4                    1.12
[final timing paths]
path,slack (ns),to,depth (start not counted)
max,0.04,HS,1
min,0.40,h_cnt[0],1
max reg2reg,0.53,v_cnt[9],5
min reg2reg,0.40,h_cnt[0],1
max in group asynchronous,0.65,v_cnt[3],3
min in group asynchronous,1.68,h_cnt[3],3
[timing repair]
item	CTS	global route
gates resized	9	0
setup endpoints to repair	3	1
hold buffers	0	0
[per-stage QoR]
| stage | hold slack, ns | power, mW | util [%] | std cells | setup TNS (ns) |
|---|---|---|---|---|---|
| 2_1_floorplan | 0.375 | 0.412 | - | 119 | 0 |
| 3_3_place_gp | 0.399 | 0.419 | 17.3 | 225 | 0 |
| 3_5_place_dp | 0.409 | 0.419 | 17.3 | 225 | 0 |
| 4_1_cts | 0.410 | 0.661 | 17.7 | 231 | 0 |
| 5_1_grt | 0.441 | 0.683 | 17.7 | 231 | -0.0103 |
| 6_report | 0.402 | 0.645 | 17.7 | 231 | 0 |
[cells in the final DEF (no fill, tap or decap), types with 4 or more instances in the layout]
| master | count |
|---|---|
| and3_1 | 5 |
| and4_1 | 4 |
| dfrtn_1 | 21 |
| inv_1 | 7 |
| nand2_1 | 8 |
| nand3_1 | 9 |
| nor2_1 | 6 |
| xnor2_1 | 7 |
| xor2_1 | 5 |
[power groups by stage]
stage	registers, mW	logic, mW	clock network (mW)
4_1_cts	0.390	0.0126	0.259
5_1_grt	0.389	0.0137	0.280
6_report	0.390	0.0118	0.244
[routing by layer]
layer  up-vias  GRT usage [%]  routed length [µm]
li1        442              -                   -
met1       412           5.19                1130
met2         4           4.78                 847
met3         0          0.651                  67
met4         0          0.508                   0
met5         -              0                   0
[kinds of logic after synthesis]
family	share of synthesized area [%]
XOR/XNOR	8.40
adder cells (fa/ha/maj)	3.00
AND-OR/OR-AND	7.10
AND/OR/NAND/NOR	29.8
flip-flops	46.8
buffers and inverters	4.10
multiplexers	0.800
Power is estimated from default activity; no workload was simulated.
